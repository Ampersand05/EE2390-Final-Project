### flow/config.mk
export PLATFORM = sky130hd
export DESIGN_NAME = displayDriver
export DESIGN_NICKNAME = displayDriver
export VERILOG_FILES = /design/flow/design.v
export SDC_FILE = /design/flow/constraint.sdc
export NUM_CORES = 4
export LEC_CHECK = 1
export CORE_UTILIZATION = 30
### flow/constraint.sdc
current_design displayDriver

set clk_period 3.8
set clk_io_pct 0.2

create_clock -name clk0 -period $clk_period [get_ports {clk}]

set non_clock_inputs [all_inputs -no_clocks]
set_input_delay [expr $clk_period * $clk_io_pct] -clock clk0 $non_clock_inputs
set_output_delay [expr $clk_period * $clk_io_pct] -clock clk0 [all_outputs]
### flow/design.v
module displayDriver(
    input [3:0] A, B, C, D,  
    input [3:0] E, F, G, H,  
    input clk, rst, start_press, run, lap_press, flash,  
    output reg [3:0] an,  
    output reg [0:6] seg
);
    reg [3:0] segmentNum;
    reg [15:0] divider;
    reg [1:0] digit_select;
    reg lap_active; 
    reg flash_toggle;
    reg [24:0] flash_counter;
    wire start_repress = run && start_press;
    always @ (posedge clk or posedge rst)
    begin
        if(rst)
        begin
            divider <= 16'b0;
            digit_select <= 2'b00;
            flash_counter <= 25'b0;
            flash_toggle <= 1'b0;
        end
        else
        begin
            divider <= divider + 1;
            if(divider == 0)
                digit_select <= digit_select + 1;
            flash_counter <= flash_counter + 1;
            if(flash_counter == 25'd50_000_000)
            begin
                flash_counter <= 25'b0;
                flash_toggle <= ~flash_toggle;
            end
        end
    end
    always @ (posedge clk or posedge rst)
    begin
        if (rst)
            lap_active <= 1'b0;
        else if (lap_press && dir)
            lap_active <= 1'b1;
        else if (start_repress)
            lap_active <= 1'b0;
    end
    always @ (posedge clk)
    begin
        if(flash && flash_toggle)
        begin
            an <= 4'b1111;
        end
        if(lap_active && !start_repress)
            begin
                case(digit_select)
                    2'b00: begin an <= 4'b1110; segmentNum <= H; end
                    2'b01: begin an <= 4'b1101; segmentNum <= G; end
                    2'b10: begin an <= 4'b1011; segmentNum <= F; end
                    2'b11: begin an <= 4'b0111; segmentNum <= E; end
                endcase
            end
        else
            begin
                case(digit_select)
                    2'b00: begin an <= 4'b1110; segmentNum <= D; end
                    2'b01: begin an <= 4'b1101; segmentNum <= C; end
                    2'b10: begin an <= 4'b1011; segmentNum <= B; end
                    2'b11: begin an <= 4'b0111; segmentNum <= A; end
                endcase
            end
    end
    always @(segmentNum)
    begin
        case(segmentNum)
                4'b0000: seg = 7'b000_0001;  
                4'b0001: seg = 7'b100_1111;  
                4'b0010: seg = 7'b001_0010;  
                4'b0011: seg = 7'b000_0110;  
                4'b0100: seg = 7'b100_1100;  
                4'b0101: seg = 7'b010_0100;  
                4'b0110: seg = 7'b010_0000;  
                4'b0111: seg = 7'b000_1111;  
                4'b1000: seg = 7'b000_0000;  
                4'b1001: seg = 7'b000_0100;  
                default: seg = 7'b111_1111;
        endcase
    end
endmodule
### flow/run.sh
#!/bin/bash
# OpenROAD 26Q1-2900-gdf79404cd8, Yosys 0.63+post, stock flow scripts
make -C /OpenROAD-flow-scripts/flow DESIGN_CONFIG=/design/flow/config.mk WORK_HOME=/design/flow/orfs finish
==> flow_summary.ini <==
; physical design summary
[die]
coreArea_mm2 = 0.00435
io-pin-count = 49
die_w_um = 69.3
die_area_mm2 = 0.00481
die_y_um = 69.3
fp_util = 0.312
row_count = 24

[setup_path]
critPathSlowestCell = a21oi_1
critPathMaxFanout = 11
slowest_delay_ns = 0.74
worstSetupPathType = input pin to flip-flop
worstSetupStartpointType = input pin
crit_buf_inv = 1
arrival_ns = 2.46
end_kind = flip-flop
cp_top_family = AND-OR/OR-AND gates
cp_cell_sequence = clkdlybuf4s50_1, a222oi_1, a21oi_1, mux2i_1, a2bb2oi_1
critical_path_required_ns = 3.94

[run]
drv_cap = 0
log.warning_count = 53

[power_and_ir_drop]
power_mw = 0.604
p_leak_nw = 0.809
vdd_ir_drop_max_mv = 0.147
power.density_mw_per_mm2 = 341

[synth]
ys_seq_frac = 0.493
ys.flops = 29
edf_count = 0
syn-cell-area_mm2 = 0.00136
top_cell_area_share = 0.331
synth.avg_cell_area_um2 = 10.9
top_area_cell = dfrtp_1
synthCells = 125
yosys_warnings = 4
most_common_cell = dfrtp_1
top_cells_by_count = dfrtp_1 (18), inv_1 (12), dfxtp_1 (11), ha_1 (11), xnor2_1 (9)
synthFlopType = dfrtp_1
synth_chip_area_mm2 = 0.00136
ys_cells = 125
synthArstFlopShare = 0.621
yosysUniqueCellTypes = 29
topCellsByArea = dfrtp_1 (33%), dfxtp_1 (16%), ha_1 (10%)

[placed_design]
gp_congestion = 0.837
dp.cells = 203
placed_area_mm2 = 0.00169
io_buffers = 28
dp_hpwl_um = 1720

[drt]
drt-total-wl_um = 2310
drtAntennaViolNets = 0
antenna_cells = 0
routedWlPerCell_um = 11.0
vias_per_cell = 4.63
first_pass_iters = 6
drt_iter0_drc = 36
drc = 0
vias = 977

[global_route]
grt_use_total = 0.107
antenna_found_initial = 0
grt_pass1_vias = 928
overflow = 0
grt_max_degree = 19
grt_pass1_wl_um = 4200

[timing]
skew_ns = 0.00350
finalHoldViolCount = 0
slew_headroom = 0.400
period_used_share = 0.611
max_freq_mhz = 431
rsz0062_at_grt = false
worst_slew_pin_slew_ns = 0.900
final_max_slew_viol_count = 0
layout_min_cycle_time_ns = 2.32
finalSetupTns_ns = 0
finalSetupViolations = 0

[clocking]
cts_setup_buffers = 0
numCtsBuffers = 5
clk_latency_ns = 0.27
clk_pin_slew_ns = 0.06
clockBufferDepth = 2
htree_levels = 2
cts_root_buf = clkbuf_8
cts_resized = 0
cts.sinks = 29
holdBufCountCts = 0
cts_tree = yes

[min_path]
hp-class = flip-flop to flip-flop

[finish]
finalNonFillerCells = 211
final_layout_size_suffix_gt1_frac = 0.0692
fin_util = 0.406
fin_area_mm2 = 0.00177
filler_cell_count = 398
syn2layout_area_growth_pct = 30.1

[run_status]
outcome = completed
-- registers in the layout, indices dropped and copies added (netlist names) --
name / flops
divider: 16
seg: 7
an: 4
digit_select: 2
-- through the flow --
stage,hold slack [ns],worst slack (ns)
floorplan,0.442,1.91
global placement,0.461,1.25
detailed placement,0.471,1.22
finish,0.482,1.48
global route,0.508,1.31
CTS,0.482,1.50
-- cell families after synthesis --
group	count (synthesis)	synth area share
muxes	4	0.0304
and+or+nand+nor	35	0.139
AOI/OAI and AO/OA	16	0.0865
buffers and inverters	14	0.0469
adders and majority gates	11	0.101
xor gates and xnor gates	16	0.103
DFF	29	0.493
-- worst register-to-register path, stage by stage, from the launching register on --
cell and delay (ns):
dfrtp_1 0.42, inv_1 0.10, ha_1 0.24, a222oi_1 0.13, a21oi_1 0.74, mux2i_1 0.31, a2bb2oi_1 0.10
-- cell usage in the layout, fill, tap and decap left out, types with 2 or more instances in the layout --
cell             Yosys  routed
xor2_1               7       7
nand4_1              2       2
nor2b_1              4       4
clkdlybuf4s50_1      0      28
nand3_1              6       6
a2bb2oi_1            2       2
a222oi_1             4       4
nor4_1               2       2
nand2_1              7       7
mux2i_1              3       3
inv_1               12      12
clkinv_2             0       2
and3_1               3       3
nor2_1               4       4
clkbuf_8             0       5
xnor2_1              9       9
dfrtp_1             18      18
ha_1                11      11
a21oi_1              6       6
dfxtp_1             11      11
nor3_1               3       3
-- report_power, final --
| part | internal (mW) | leakage, nW | switching, mW |
|---|---|---|---|
| Sequential | 0.314 | 0.328 | 0.00148 |
| Combinational | 0.0358 | 0.437 | 0.0193 |
| Clock | 0.126 | 0.0450 | 0.107 |
-- worst paths after layout --
path	cells after the start	end	startpoint	slack, ns
max	5	seg[0]	A[3]	1.48
min	1	divider[0]	divider[0]	0.48
max reg2reg	6	seg[0]	digit_select[0]	1.64
min reg2reg	1	divider[0]	divider[0]	0.48
max in group asynchronous	2	divider[9]	rst	2.51
min in group asynchronous	2	divider[6]	rst	0.88
-- cell type report --
class	count	area [um^2]	share of cell area
Tap cell	52	65.1	0.0368
Multi-Input combinational cell	82	626	0.354
Timing Repair Buffer	28	280	0.158
Clock buffer	6	72.6	0.0410
Inverter	12	45.0	0.0255
Sequential cell	29	671	0.379
Clock inverter	2	10.0	0.00566
-- metal layers --
layer	vias up	wire length, um	GRT usage
met3	6	214	0.0413
li1	492	-	-
met2	37	965	0.163
met4	0	43	0.0159
met5	-	0	0
met1	442	1090	0.151
Power figures rest on the tool's default switching activity, not on a simulated workload.
