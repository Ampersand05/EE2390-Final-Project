==> design/flow/design.v <==
module clock_divider_1ms(
    input clk,
    input reset,
    input [23:0] count_rate,
    output reg tick_1ms
);
    reg [23:0] count;
    parameter CLK_FREQ = 100_000_000;
    localparam COUNT_MAX = CLK_FREQ / 1000 - 1;
    always@(posedge clk or posedge reset)
    begin
        if (reset)
        begin
            count <= 0;
            tick_1ms <= 0;
        end
        else
        begin
            if(count == count_rate)
            begin
                count <= 0;
                tick_1ms <= 1;
            end
            else
            begin
                count <= count + 1;
                tick_1ms <= 0;
            end
        end
    end
endmodule
==> design/flow/run.sh <==
#!/bin/bash
# OpenROAD 26Q1-2900-gdf79404cd8, Yosys 0.63+post, stock flow scripts
make -C /OpenROAD-flow-scripts/flow DESIGN_CONFIG=/design/flow/config.mk WORK_HOME=/design/flow/orfs finish
==> design/flow/config.mk <==
export PLATFORM = sky130hd
export DESIGN_NAME = clock_divider_1ms
export DESIGN_NICKNAME = clock_divider_1ms
export VERILOG_FILES = /design/flow/design.v
export SDC_FILE = /design/flow/constraint.sdc
export NUM_CORES = 4
export LEC_CHECK = 1
export CORE_UTILIZATION = 30
==> design/flow/constraint.sdc <==
current_design clock_divider_1ms

set clk_period 3.1
set clk_io_pct 0.2

create_clock -name clk0 -period $clk_period [get_ports {clk}]

set non_clock_inputs [all_inputs -no_clocks]
set_input_delay [expr $clk_period * $clk_io_pct] -clock clk0 $non_clock_inputs
set_output_delay [expr $clk_period * $clk_io_pct] -clock clk0 [all_outputs]
==> impl_metrics.tcl <==
# metrics dict for downstream scripts
set metrics [dict create \
    grt.total_usage_pct 13.8 \
    grt_pass1_vias 1159 \
    path_class "in -> reg" \
    critical_path_arrival_ns 2.35 \
    syn_avg_cell_area_sq_um 10.0 \
    cts_tree "yes" \
    cts_sinks 25 \
    ys.flops 25 \
    synth.yosys.warnings 1 \
    wl_mm 3.57 \
    die_area_sq_um 5540 \
    fmax_mhz 453 \
    top_cell_area_share_pct 39.7 \
    synth_cell_types 30 \
    grt_pass1_wl_mm 5.69 \
    core_area_sq_um 5070 \
    antenna_found_initial 0 \
    clk_pin_slew_ns 0.09 \
    worstSkewPairLatency_ns 0.27 \
    setup_tns_ns 0 \
    dr.pass1.iters 4 \
    yosys_area_sq_um 1580 \
    dr_total_vias 1255 \
    seqCellArea_sq_um 626 \
    finalHoldViolations 0 \
    cp-start-kind "input pin" \
    stdcell_count 252 \
    overflow 0 \
    setup_violations 0 \
    endpoint_kind "register" \
    yosys_most_used_dff "dfrtp_1" \
    grt_start_max_net_pins 26 \
    edf_count 0 \
    warning_count 25 \
    placedCellCount 248 \
    drv_cap 0 \
    worst-slew-pin-transition_ns 0.427 \
    area_growth_pct 23.4 \
    rsz0062_at_grt "no" \
    drt-vias-per-instance 4.98 \
    fin_crit_ns 2.21 \
    common_cells "xnor2_1 (28), dfrtp_1 (25), a21oi_1 (14)" \
    die-height_um 74.5 \
    cp_max_fo 20 \
    p_leak_nw 0.769 \
    cts_buffer_depth 2 \
    ctsHoldBuffers 0 \
    powerDensity_nw_per_um2 300 \
    drtIter0Drc 90 \
    dp_hpwl_mm 2.51 \
    area_leaders "dfrtp_1 (40%), xnor2_1 (16%), nand4_1 (5.2%)" \
    detail-route-antenna-nets 0 \
    status "complete, no violations" \
    routabilityCongestion 0.823 \
    clock_skew_ns 0.00176 \
    drc 0 \
    drive_gt1_share_pct 8.24 \
    hold_path_class "reg -> reg" \
    post-synth-top-count-cell "xnor2_1" \
    fillers 512 \
    cts_resized 0 \
    synthArstFlopShare_pct 100 \
    logic_area_sq_um 890 \
    relSlewSlack_pct 71.5 \
    cts-root-buf "clkbuf_8" \
    postCtsSetupBuffers 0 \
    cts_buffers 3 \
    cts-htree-levels 1 \
    hold_slack_ns 0.556 \
    io_pins 27 \
    numPortBuffers 26 \
    avgRoutedWirePerCell_um 14.2 \
    row_count 26 \
    synth.largest_area_cell "dfrtp_1" \
    ir_drop_mv 0.239 \
    fp_util_pct 31.0 \
    fin_crit_sh_pct 71.3 \
    syn_inst 157 \
    ys_seq_share_pct 39.7 \
    ys_cells 157 \
    die_w_um 74.5 \
    diodes 0 \
    final_util_pct 38.3 \
    cp.required_ns 3.24 \
    drv_slew 0 \
    synthesis.area_sq_um 1580 \
]
-- final cells by class --
type,count,area share [%]
clock buffers,3,2.12
clock inverters,1,0.258
inverters,3,0.580
multi-input cells,121,45.8
flip-flops and latches,25,32.2
well taps,70,4.51
repair buffers,29,14.6
-- worst max-delay path, cell delays in order --
cell and delay (ns):
clkdlybuf4s50_1 0.49, xnor2_1 0.14, nand4_1 0.16, nor4_4 0.47, buf_4 0.34, a22oi_1 0.13
-- cells by family after synthesis --
logic type	after synthesis	share of synthesized area (%)
compound gates	33	13.3
xor+xnor	37	20.6
fa+ha+maj	1	0.794
buf+inv	11	3.81
flops	25	39.7
simple gates	50	21.8
-- final timing paths --
check	start	endpoint	slack [ns]	cells past startpoint
min in group asynchronous	reset	count[7]	0.70	3
setup reg to reg	count[0]	count[22]	1.18	5
max in group asynchronous	reset	count[17]	2.14	3
hold / removal	count[0]	count[0]	0.56	1
hold reg to reg	count[0]	count[0]	0.56	1
setup / recovery	count_rate[8]	count[17]	0.89	6
-- metal layers --
layer	up-vias	track usage (%)	wire length, um
li1	628	-	-
met1	604	23.5	1880
met2	21	19.9	1550
met3	2	2.20	129
met4	0	0.629	15
met5	-	0	0
-- through the flow --
step	cell area (sq um)	setup slack, ns	total power, mW
finish	1940	0.891	0.583
CTS	1940	0.905	0.593
floorplan	1580	1.35	0.354
global placement	1900	0.643	0.395
global route	1940	0.794	0.606
detailed placement	1900	0.620	0.395
-- flip-flops by register name, summed over array words and instances, names as in the netlist --
signal and cells:
count 24, tick_1ms 1
-- where the power goes --
group	total [mW]	switching, mW	internal (mW)
logic	0.0618	0.0223	0.0395
clock network	0.195	0.105	0.0899
registers	0.326	0.000226	0.326
-- layout by cell type (no fill, tap or decap), types with 3 or more instances in the layout --
cell / count
a21oi_1: 14
a22oi_1: 8
and4_1: 3
buf_4: 3
clkbuf_8: 3
clkdlybuf4s50_1: 26
dfrtp_1: 25
inv_1: 3
nand2_1: 5
nand3_1: 8
nand4_1: 13
nor2_1: 3
o21ai_0: 3
o31ai_1: 6
or3_1: 3
or4_1: 5
xnor2_1: 28
xor2_1: 9
Power and IR drop assume default switching activity.
