==> /design/flow/design.v <==
module mux(
    input [3:0] A, B, C, D,  
    input [3:0] E, F, G, H,  
    input clk, rst, start_press, run, lap_press,  
    output reg [3:0] segmentNum,  
    output reg [3:0] an  
);
    reg [15:0] divider;
    reg [1:0] digit_select;  
    wire start_repress = run && start_press;  
    always @ (posedge clk or posedge rst)
    begin
        if(rst)
        begin
            divider <= 16'b0;
            digit_select <= 2'b00;
        end
        else
        begin
            divider <= divider + 1;
            if(divider == 0)
                digit_select <= digit_select + 1;
        end
    end
    reg lap_active;
    always @ (posedge clk or posedge rst)
    begin
        if (rst)
            lap_active <= 1'b0;
        else if (lap_press)
            lap_active <= 1'b1;
        else if (start_repress)
            lap_active <= 1'b0;
    end
    always @ (posedge clk)
    begin
        if(lap_active && !start_repress)
            begin
                case(digit_select)
                    2'b00: begin an <= 4'b1110; segmentNum <= H; end
                    2'b01: begin an <= 4'b1101; segmentNum <= G; end
                    2'b10: begin an <= 4'b1011; segmentNum <= F; end
                    2'b11: begin an <= 4'b0111; segmentNum <= E; end
                endcase
            end
        else
            begin
                case(digit_select)
                    2'b00: begin an <= 4'b1110; segmentNum <= D; end
                    2'b01: begin an <= 4'b1101; segmentNum <= C; end
                    2'b10: begin an <= 4'b1011; segmentNum <= B; end
                    2'b11: begin an <= 4'b0111; segmentNum <= A; end
                endcase
            end
    end
endmodule
==> /design/flow/run.sh <==
#!/bin/bash
# OpenROAD 26Q1-2900-gdf79404cd8, Yosys 0.63+post, stock flow scripts
make -C /OpenROAD-flow-scripts/flow DESIGN_CONFIG=/design/flow/config.mk WORK_HOME=/design/flow/orfs finish
==> /design/flow/config.mk <==
export PLATFORM = sky130hd
export DESIGN_NAME = mux
export DESIGN_NICKNAME = mux
export VERILOG_FILES = /design/flow/design.v
export SDC_FILE = /design/flow/constraint.sdc
export NUM_CORES = 4
export LEC_CHECK = 1
export CORE_AREA = 10 10 95 95
export DIE_AREA = 0 0 105 105
==> /design/flow/constraint.sdc <==
current_design mux

set clk_period 2.9
set clk_io_pct 0.2

create_clock -name clk0 -period $clk_period [get_ports {clk}]

set non_clock_inputs [all_inputs -no_clocks]
set_input_delay [expr $clk_period * $clk_io_pct] -clock clk0 $non_clock_inputs
set_output_delay [expr $clk_period * $clk_io_pct] -clock clk0 [all_outputs]
==> impl_metrics.json <==
{
  "dp_hpwl_mm": 2.75,
  "required_ns": 2.32,
  "worst-path-buf-inv": 1,
  "routedWlPerCell_um": 13.0,
  "tightest_slew_ns": 0.716,
  "critical_path.cell_chain": "clkdlybuf4s50_1",
  "wl_mm": 3.40,
  "critPathSlowestCell": "clkdlybuf4s50_1",
  "clock_sinks": 27,
  "cts_tree": "built",
  "cp.depth": 1,
  "ys_chip_area_um2": 1330,
  "grt_max_degree": 20,
  "cts_setup_buffers": 0,
  "dp.cells": 258,
  "postSynthAreaPerCell_um2": 10.8,
  "grt_use_met2": 0.0992,
  "design.core.area_um2": 6910,
  "fin_crit_ns": 1.64,
  "critPathTopFamily": "buffers and inverters",
  "hold_depth": 1,
  "path_clk_slew_ns": 0.09,
  "cp_data_arrival_time_ns": 1.06,
  "areaGrowthSynthToFinish_pct": 43.9,
  "p_comb_frac": 0.122,
  "use_met3": 0.0174,
  "crit_path_end_kind": "output port",
  "viasPerCell": 4.08,
  "fmax_ghz": 0.611,
  "fp-utilization": 0.193,
  "worstSkewPairLatency_ns": 0.27,
  "cts_resized": 0,
  "switching_share": 0.199,
  "h-tree-depth": 1,
  "yosysTopAreaCellShare": 0.357,
  "antenna_found_initial": 0,
  "powerDensity_nw_per_um2": 352,
  "die_w_um": 105,
  "cts-buffers-inserted": 3,
  "power_frac_seq": 0.568,
  "min_path_type": "flop to flop",
  "setup_viol": 0,
  "p_leak_nw": 0.798,
  "ant_nets": 0,
  "cp-start-kind": "flop",
  "p_sw_mw": 0.134,
  "max_stage_delay_ns": 0.47,
  "cp_max_fo": 1,
  "cts_buffer_depth": 2,
  "die_h_um": 105,
  "hold_violations": 0,
  "grt_pass1_wl_mm": 5.95,
  "dr.pass1.iters": 6,
  "ios": 45,
  "ys_cells": 123,
  "antenna-diode-count": 0,
  "track_usage": 0.0641,
  "clkPwrFrac": 0.311,
  "slew_violations": 0,
  "use_met1": 0.0922,
  "fin_tns_setup_ns": 0,
  "netlist_area_um2": 1330,
  "ys_seq_frac": 0.477,
  "grt_overflow": 0,
  "vias": 1069,
  "die_area_um2": 11000,
  "path_class": "flop to output port",
  "stdcell_count": 262,
  "timing.hold.ws_ns": 0.489,
  "ys_types": 27,
  "slew_headroom": 0.522,
  "first_global_vias": 1154,
  "tool_warnings": 29,
  "reg2regPathDepth": 5,
  "status": "finished clean",
  "rows": 30,
  "synthCells": 123,
  "p_int_mw": 0.541,
  "grt_setup_unrepaired": "false",
  "finClkSkew_ns": 0.00433,
  "grt_most_used_layer": "met2",
  "top_area_cell": "dfrtp_1",
  "drv_cap": 0,
  "drc_errors": 0,
  "gp_congestion": 0.783,
  "worst_ir_drop_vdd_v": 0.000144,
  "clockRootBuffer": "clkbuf_8",
  "synth_flops": 27,
  "ctsHoldBuffers": 0,
  "finalCritPeriodShare": 0.564,
  "synthTopCellsByArea": "dfrtp_1 (36%), dfxtp_1 (12%), xor2_1 (6.6%), a222oi_1 (6.0%), ha_1 (5.6%)",
  "port_buffers": 44,
  "drive_above_1_share": 0.0723,
  "yosys_warnings": 1,
  "drt_iter0_drc": 78
}
-- area by class of cell --
cell class	count	area, µm²
fill	745	4990
clock buffer	4	45.0
sequential	27	636
timing repair buffer	44	440
inverter	11	41.3
multi-input combinational	80	636
tap	96	120
-- path summary, 6_finish.rpt --
check | from | endpoint | slack, ns
worst max-delay path | an[1]$_DFF_P_ | an[1] | 1.26
worst min-delay path | divider[15]$_DFF_PP0_ | divider[15]$_DFF_PP0_ | 0.49
worst max register to register | digit_select[0]$_DFFE_PP0N_ | segmentNum[2]$_DFF_P_ | 1.29
worst min register to register | divider[15]$_DFF_PP0_ | divider[15]$_DFF_PP0_ | 0.49
max in group asynchronous | rst | divider[6]$_DFF_PP0_ | 1.70
min in group asynchronous | rst | digit_select[0]$_DFFE_PP0N_ | 0.74
-- kinds of logic (layout without fill, tap and decap cells) --
kind of cell,after synthesis,in the layout,share of synthesized area
XOR/XNOR,15,15,0.0986
AND/OR/NAND/NOR,37,37,0.192
AND-OR/OR-AND,21,21,0.122
adder cells (fa/ha/maj),6,6,0.0563
flip-flops,27,27,0.477
multiplexers,1,1,0.00845
buffers and inverters,16,59,0.0460
-- power by group through the flow --
stage | combinational, mW | sequential, mW | clock [mW]
4_1_cts | 0.0841 | 0.383 | 0.220
5_1_grt | 0.0910 | 0.384 | 0.237
6_report | 0.0821 | 0.383 | 0.210
-- metal layers --
layer | share of wire | wire length, µm
met5 | 0 | 0
met4 | 0 | 0
met3 | 0.050 | 169
met2 | 0.42 | 1430
met1 | 0.53 | 1810
-- metrics by stage --
| step | instance area [µm²] | total power, mW | utilization | worst slack (ns) |
|---|---|---|---|---|
| 2_1_floorplan | 1330 | 0.408 | - | 1.47 |
| 3_3_place_gp | 1870 | 0.474 | 0.271 | 1.04 |
| 3_5_place_dp | 1870 | 0.475 | 0.271 | 1.00 |
| 4_1_cts | 1920 | 0.688 | 0.278 | 1.24 |
| 5_1_grt | 1920 | 0.712 | 0.278 | 1.08 |
| 6_report | 1920 | 0.675 | 0.278 | 1.26 |
-- state kept, by name, indices dropped and copies added (netlist names) --
name	flops
an	4
segmentNum	4
digit_select	2
divider	16
lap_active	1
-- cells in the mapped netlist (all sizes together) --
cell,instances
inv,11
clkbuf,4
nor3,5
a222oi,8
o21ai,8
nand2,4
mux2,1
nor2,3
xor2,10
dfxtp,8
ha,6
a211o,4
and2,4
nand3,5
nor2b,4
nor4b,1
buf,1
nand4,4
nor4,6
a21boi,1
xnor2,5
or2,1
dfrtp,19
-- cells in the final DEF (no fill, tap or decap), drive strengths merged --
cell           instances
nor2b                  4
nand2                  4
nand3                  5
mux2                   1
clkbuf                 4
a211o                  4
or2                    1
nor4b                  1
clkdlybuf4s50         44
o21ai                  8
a222oi                 8
xnor2                  5
a21boi                 1
dfrtp                 19
nor3                   5
dfxtp                  8
nor2                   3
nor4                   6
ha                     6
and2                   4
nand4                  4
inv                   11
xor2                  10
Power and IR drop assume default switching activity.
